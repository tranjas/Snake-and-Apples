--- config.mk ---
export PLATFORM = sky130hd
export DESIGN_NAME = clock_divider
export DESIGN_NICKNAME = clock_divider
export VERILOG_FILES = /design/flow/design.v
export SDC_FILE = /design/flow/constraint.sdc
export NUM_CORES = 4
export LEC_CHECK = 1
export CORE_UTILIZATION = 30
--- design.v ---
module clock_divider (clock, reset, divided_clocks);
input logic reset, clock;
output logic [31:0] divided_clocks = 0;
always_ff @(posedge clock) begin
divided_clocks <= divided_clocks + 1;
end
endmodule
--- constraint.sdc ---
current_design clock_divider

set clk_period 7.2
set clk_io_pct 0.2

create_clock -name clk0 -period $clk_period [get_ports {clock}]

set non_clock_inputs [all_inputs -no_clocks]
set_input_delay [expr $clk_period * $clk_io_pct] -clock clk0 $non_clock_inputs
set_output_delay [expr $clk_period * $clk_io_pct] -clock clk0 [all_outputs]
--- run.sh ---
#!/bin/bash
# OpenROAD 26Q1-2900-gdf79404cd8, Yosys 0.63+post, stock flow scripts
make -C /OpenROAD-flow-scripts/flow DESIGN_CONFIG=/design/flow/config.mk WORK_HOME=/design/flow/orfs finish
==> notes.org <==
* Flow results

** Setup path
- Critical path data required time :: between 5000 and 6000 ps
- The critical path goes through clkdlybuf4s50_1.
- The cell family contributing the most delay on the critical path is buffers and inverters.
- Looking at the critical path, the highest net fanout was 6.
- Startpoint type of the worst setup path :: flop
- Register-to-Register Setup Slack :: 5350 ps
- Arrival time of data at the critical path endpoint :: 1210 ps
- Worst path slowest cell :: clkdlybuf4s50_1
- On the worst path, the slowest cell contributes a delay of about 500 ps.
- The worst setup path is of the reg -> out kind.
- Crit. End Element :: output pin
- Together, buffers and inverters on the worst path number 1.

** Global routing
- Met3 routing resource usage after global routing :: 2.70%
- Entering global routing, the biggest net connects 12 pins.
- Summed over all routing layers, the global router reports a total usage of between 10% and 20%.
- Global-route met2 utilization :: between 10% and 20%
- The via count of the first global-routing pass was 844.
- Wire length of the first global-routing pass :: 3.88 mm
- met1 track demand over resource after global routing is ~18%.
- Number of antenna violations at the first check in global routing :: 0
- Global route summary, busiest routing layer listed as met1.
- Residual overflow from global routing :: 0

** Logic synthesis
- Post-Syn Instances :: 127
- In the synthesis report, Yosys lists the chip area as 1320 um2.
- Post-synth the commonest register cell is dfxtp_1.
- Post-Synth XOR/XNOR Area :: 19.9%
- Biggest area consumer among synthesized cells :: dfxtp_1
- Per the post-synthesis stats, the area per cell is 10.4 um2.
- Count of state elements after synthesis :: 32
- Area fraction in and, or, nand and nor cells :: roughly 27%
- By area the synthesized netlist is led by dfxtp_1 49%, xor2_1 13%, xnor2_1 6.6%.
- After Yosys synthesis, full adders, half adders and majority gates account for less than 1% of the synthesized area.
- Commonest cells in the synthesized netlist :: 32 x dfxtp_1, 20 x xor2_1, 10 x nand3_1, 10 x xnor2_1, 9 x nand2_1
- For this run, the register share of the synthesized area comes to between 40% and 50%.
- Warnings reported by Yosys during synthesis add up to 1.
- Main logic family after synthesis :: simple AND/OR/NAND/NOR gates
- Area share of and-or/or-and cells after synthesis :: 0%
- The mapped netlist covers ~1300 um2.
- Fraction of synthesized cell area taken by the top area cell type :: 48.6%
- Async set or reset register ratio after synthesis :: 0%
- Count of library flops with an enable pin :: 0
- The synth_stat.txt file lists the number of cells as around 130.
- Share of cell area taken by muxes after synthesis :: 0%
- In this run, distinct cell masters in the synthesized netlist total 24.
- Most instantiated library cell after synthesis :: dfxtp_1

** STA
- Worst clock skew :: approximately 2.9 ps
- Unrepaired setup endpoints after global routing :: no
- The final report lists the setup-violating endpoint count as 0.
- Dividing the final minimum period by the clock period gives a little under two fifths.
- Final min period :: ~2700 ps
- Final Hold Vio Count :: 0
- After routing, the total negative slack on setup checks comes to 0 ps.
- Counting pins that exceed their max-slew limit in the final report gives 0.
- Max-slew headroom :: 62.0%
- Maximum frequency from static timing analysis :: 377 MHz
- At the pin with the least slew margin, the transition time is roughly 570 ps.

** Route
- DRT iter0 DRCs :: approximately 70
- Total Wirelength :: roughly 2.4 mm
- Nets still carrying antenna violations after routing amount to 0.
- Per the detail_route report, DRC violations left total 0.
- The first TritonRoute pass finished after 4 iterations.
- The detailed router placed just under 1000 vias in this run.
- Routed length per placed instance :: about 11 um
- Using the TritonRoute via totals, the vias-per-cell ratio works out to ~4.5.
- In the routed netlist, the antenna diode instances number 0.

** Cells and area
- In the final layout, the share of cells above drive strength 1 is roughly 10%.
- The register with the most flip-flops in the layout has 32 of them.
- The finished cells cover 1770 um2.
- The largest register by flop count is divided_clocks.
- Signed area change from the synthesized netlist to the final layout :: 34.0%
- The layout has ~380 filler cells.
- The registers reported with the highest flop counts are divided_clocks x32.

** CTS
- Total setup buffers inserted after CTS :: 0
- Looking at the clock tree report, the maximum root-to-sink buffer count equals 2.
- Sink Count :: 32
- Number of levels in the clock H-tree :: 2
- For the worst-skew pair, the clock arrives at the later sink with an insertion delay of 270 ps.
- The cell sitting at the root of the clock tree is a clkbuf_8.
- Clock Pin Slew Worst Setup and Hold Paths :: approximately 60 ps
- Clock tree from TritonCTS :: done
- TritonCTS created 5 clock buffers.
- CTS-repair resized insts :: 0
- Buffers inserted to repair hold after CTS numbered 0.

** Power and ir drop
- Power per standard cell area :: roughly 180 nW/um2
- For this design the static power due to leakage is 0.704 nW.
- Worst IR Drop VDD :: 0.0975 mV

** Floorplanning
- The die is around 68 um tall.
- Full die area :: 4660 um2
- At the floorplan stage, the core utilization is reported as roughly 32%.
- 34 I/O pins were placed.
- After floorplanning, the core was sized to cover between 4000 and 5000 um2.
- For reference, the placement row count at floorplan is 23.
- Die Wd :: between 60 and 70 um

** Hold path
- Note that the worst hold path type here is reg -> reg.

** Run
- Number of OpenROAD warnings :: 26
- In this run the maximum-capacitance check reported violations numbering 0.

** Run status
- Status :: completed

** Placement
- Placer Congestion :: 0.732
- Dpl cell area :: between 1500 and 2000 um2
- The count of buffers added on input and output ports is 32.
- Detailed Place HPWL :: around 1.6 mm
final timing paths:
path | from | to | cells past startpoint
worst max-delay path | divided_clocks[2] | divided_clocks[2] | 1
worst min register to register | divided_clocks[0] | divided_clocks[0] | 1
worst min-delay path | divided_clocks[0] | divided_clocks[0] | 1
worst max register to register | divided_clocks[0] | divided_clocks[24] | 5
placed cells by master (no fill, tap or decap):
cell type / Yosys / routed
and3_1: 2 / 2
and4_1: 4 / 4
clkbuf_1: 0 / 2
clkbuf_8: 0 / 6
clkdlybuf4s50_1: 0 / 32
dfxtp_1: 32 / 32
ha_1: 1 / 1
inv_1: 5 / 5
nand2_1: 9 / 9
nand2b_1: 1 / 1
nand3_1: 10 / 10
nand3_2: 2 / 2
nand4_1: 3 / 3
nor2_1: 6 / 6
nor3_1: 4 / 4
nor3b_1: 1 / 1
nor4_1: 4 / 4
nor4_2: 5 / 5
nor4_4: 1 / 1
or2_2: 1 / 1
or3_1: 1 / 1
or3_4: 1 / 1
xnor2_1: 10 / 10
xor2_1: 20 / 20
final cells by class:
class	instances	area, um2	share of cell area, %
Clock buffer	8	90.1	5.10
Inverter	5	18.8	1.06
Multi-Input combinational cell	86	634	35.9
Sequential cell	32	641	36.3
Tap cell	50	62.6	3.54
Timing Repair Buffer	32	320	18.1
per-stage QoR:
| stage | worst slack [ps] | power, mW | util [%] | instances | hold slack, ps |
|---|---|---|---|---|---|
| after floorplan | 5390 | 0.181 | - | 127 | 394 |
| after global placement | 4830 | 0.181 | 40.7 | 205 | 429 |
| after detailed placement | 4840 | 0.181 | 40.7 | 205 | 432 |
| after CTS | 4530 | 0.320 | 42.9 | 213 | 449 |
| after global routing | 4450 | 0.329 | 42.9 | 213 | 469 |
| final | 4550 | 0.315 | 42.9 | 213 | 450 |
metal layers:
layer | vias to the layer above | wire length [um] | share of wire, %
li1 | 502 | - | -
met1 | 431 | 1200 | 51
met2 | 29 | 977 | 42
met3 | 7 | 135 | 5.7
met4 | 0 | 38 | 1.6
met5 | - | 0 | 0
logic make-up after synthesis:
logic type	after synthesis
buf+inv	9
fa+ha+maj	1
simple gates	55
xor+xnor	30
flops	32
power by group:
part	switching (mW)	internal, mW	total (mW)	leakage (nW)
logic	0	0	0.000000401	0.401
registers	0	0.177	0.177	0.258
clock network	0.0602	0.0778	0.138	0.0455
Power figures rest on the tool's default switching activity, not on a simulated workload.
